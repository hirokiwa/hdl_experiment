File: /design/flow/design.v
module BCDTOP(X, Y, S, CARRY, dummy);
    input [3:0] X, Y;
    output [3:0] S;
    output CARRY, dummy;
    wire f0, f1, f2, f3, c3, cry;
    ripple4adder ripple4adder(X, Y, {f3, f2, f1, f0}, c3);
    carrydetect carrydetect(f1, f3, f2, f3, c3, cry);
    hosei6 hosei6(f1, f2, f3, cry, S[3:1], dummy);
    assign S[0] = f0;
    assign CARRY = cry;
endmodule
module carrydetect(k1, k2, k3, k4, k5, detect);
    input k1, k2, k3, k4, k5;
    output detect;
    wire an1, an2;
    assign an1 = k1 & k2;
    assign an2 = k3 & k4;
    assign detect = an1 | an2 | k5;
endmodule
module hosei6(hs1, hs2, hs3, v1, ss, dum);
    input hs1, hs2, hs3, v1;
    output [2:0] ss;
    output dum;
    wire d1, d2;
    halfadder HA1(hs1, v1, ss[0], d1);
    fulladder FA4(hs2, v1, d1, ss[1], d2);
    halfadder HA2(d2, hs3, ss[2], dum);
endmodule
module ripple4adder(A, B, SUM, CRY3);
    input [3:0] A, B;
    output [3:0] SUM;
    output CRY3;
    wire CRY0, CRY1, CRY2;
    halfadder HA0(A[0], B[0], SUM[0], CRY0);
    fulladder FA1(A[1], B[1], CRY0, SUM[1], CRY1);
    fulladder FA2(A[2], B[2], CRY1, SUM[2], CRY2);
    fulladder FA3(A[3], B[3], CRY2, SUM[3], CRY3);
endmodule
module fulladder(A, B, CIN, SUM, COUT);
    input A, B, CIN;
    output SUM, COUT;
    wire s1,c1,c2;
    halfadder HA1(A, B, s1, c1);
    halfadder HA2(s1, CIN, SUM, c2);
    assign COUT = c1 | c2;
endmodule
module halfadder(A,B,Y,CO);
    input A,B;
    output Y, CO;
    assign CO = A & B;
    assign Y = A ^B;
endmodule
File: /design/flow/run.sh
#!/bin/bash
# OpenROAD 26Q1-2900-gdf79404cd8, Yosys 0.63+post, stock flow scripts
make -C /OpenROAD-flow-scripts/flow DESIGN_CONFIG=/design/flow/config.mk WORK_HOME=/design/flow/orfs finish
File: /design/flow/config.mk
export PLATFORM = sky130hd
export DESIGN_NAME = BCDTOP
export DESIGN_NICKNAME = BCDTOP
export VERILOG_FILES = /design/flow/design.v
export SDC_FILE = /design/flow/constraint.sdc
export NUM_CORES = 4
export LEC_CHECK = 1
export CORE_AREA = 10 10 70 70
export DIE_AREA = 0 0 80 80
File: /design/flow/constraint.sdc
current_design BCDTOP

set clk_period 4.7
set clk_io_pct 0.2

create_clock -name clk0 -period $clk_period

set non_clock_inputs [all_inputs -no_clocks]
set_input_delay [expr $clk_period * $clk_io_pct] -clock clk0 $non_clock_inputs
set_output_delay [expr $clk_period * $clk_io_pct] -clock clk0 [all_outputs]
==> results.txt <==
Status: finished clean
Startpoint types: input pin
Synthesized area: 192.7 sq um
# IOs: 14
Most used cell, CP: fa_2
Final hold violation count: 0
Final non-filler cell total: 81
Top cells by count: inv_1 (8), buf_4 (4), fa_1 (4)
Max VDD drop: 0.00004046 V
Worst Setup SP: X[0]
Most common cell in the synthesized netlist: inv_1
Tally of OpenROAD warnings: 32
Top post-synthesis cells by area: fa_1 (42%), buf_4 (16%), inv_1 (16%)
GRT overflow: 0
Crit end category: output port
Placed Area: 375.4 sq um
Synth top area share: 41.56%
Cells in synth_stat.txt: 22
Flop area: 0 sq um
Max cap viols: 0
Area of the core: 3416 sq um
Layout cells sized above 1: 37.14%
Number of global-route vias before repair: 195
Worst Tran Pin Value: 139.2 ps
Leakage: 0.1728 nW
Min Tclk post-route: 4594 ps
Detailed Place HPWL: 540.8 um
Final WL: 556 um
Flop Count: 0
Mapped Cells: 22
DR vias/cell: 2.000
Post-Syn Area per Cell: 8.758 sq um
GP Congestion: 0.6706
Final core occ: 11.36%
Synth Warn #: 0
First-pass GRT wire length: 897 um
Worst-path fanout max: 2
Max-slew headroom: 90.69%
Critical path class: input pin to output port
Die width: 80 um
Crit path DAT: 3650 ps
Cycle use final: 97.74%
Crit path DRT: 3760 ps
Area Overhead vs Synth: 101.3%
Post-route DRC: 0
Total track usage: 1.742%
CTS Hold Buffers Added: 0
Worst path cell trace: dlygate4sd2_1 > ha_2 > inv_2 > fa_2 > fa_2 > inv_2 > fa_1 > a21o_1 > ha_2 > fa_2 > buf_6 > xor2_1 > buf_2
Placed insts: 80
F_max: 217.7 MHz
Post-synthesis sequential area ratio: 0%
Starting Density: 5.641%
Hold path start: Y[0]
Vias: 162
DR WL/cell: 6.864 um
Filler instances: 405
Clock buffers: 0
CP max stage cell: fa_1
Initial antenna violation count: 0
RSZ-0062 raised after global routing: no
Drt pass-1 iters: 1
Total power per unit cell area: 174.5 nW/um^2
Chip footprint: 6400 sq um
Finished Cell Area: 387.9 sq um
Final setup violation count: 0
Hold slack: 2681 ps
Bufs and invs on worst path: 5
CP top delay family: adder cells
Max incr delay on CP: 420 ps
Largest net degree at the start of global routing: 3
Max Transition Viols Final: 0
Hold path depth: 3
FP Rows: 21
PortBufs: 14
DIE HEIGHT: 80 um
Hold endpoint: S[0]
Post-DRT Antenna Nets: 0
Synth cell types: 8
1st-iter DRT viols: 0
N_diodes: 0
YS chip area: 192.7 sq um
Largest area contributor in the synthesized netlist: fa_1
Total power: 0.06769 mW
Hold Crit Class: input pin to output port
metrics by stage:
| stage | worst slack [ps] | setup TNS [ps] |
|---|---|---|
| 4_1_cts | 31.45 | 0 |
| 3_3_place_gp | -464.1 | -1317 |
| 5_1_grt | 9.108 | 0 |
| 6_report | 106.0 | 0 |
| 3_5_place_dp | -516.4 | -1446 |
| 2_1_floorplan | 404.2 | 0 |
power by group:
group | internal [mW] | switching (mW) | total, mW
sequential | 0 | 0 | 0
clock | 0 | 0 | 0
combinational | 0.0453 | 0.0223 | 0.0677
routing by layer:
| metal | vias up | GRT usage [%] | part of all wire (%) |
|---|---|---|---|
| met5 | - | 0 | 0 |
| met4 | 0 | 0 | 0 |
| met3 | 0 | 1.364 | 21 |
| met2 | 13 | 2.167 | 27 |
| met1 | 66 | 2.414 | 52 |
| li1 | 83 | - | - |
worst max-delay path by stage:
stage                 slack [ps]    to  cells after the start
after global routing           9  S[3]                     13
after CTS                     30  S[3]                     13
final                        110  S[3]                     13
timing repair:
action	4_1_cts	5_1_grt
buffers inserted	1	0
gates cloned	0	0
pin swaps	9	4
gates resized	19	0
setup endpoints to repair	4	3
cell families after synthesis:
family / after synthesis / synth area share (%)
buffers and inverters: 12 / 31.17
xor gates and xnor gates: 1 / 4.546
and+or+nand+nor: 2 / 5.844
AOI/OAI and AO/OA: 1 / 3.898
adders and majority gates: 6 / 54.55
placed cells by master (no fill, tap or decap):
cell	n
dlygate4sd2_1	6
clkdlybuf4s50_1	7
nand2_1	1
buf_2	1
inv_2	3
ha_2	2
buf_6	1
a21o_1	1
xor2_1	1
inv_1	5
fa_2	3
fa_1	1
buf_4	2
and2_4	1
cell type report:
| cell class | count | area (sq um) | area share, % |
|---|---|---|---|
| repair buffers | 17 | 153.9 | 39.68 |
| multi-input cells | 10 | 146.4 | 37.74 |
| well taps | 46 | 57.56 | 14.84 |
| inverters | 8 | 30.03 | 7.742 |
Power and IR drop assume default switching activity.
